==> /design/flow/design.v <==
module pc_unit(RESET,CLK,PC);
    input RESET;             
    input CLK;               
    output reg [31:0] PC;    
    wire [31:0] nextpc;      
    always @(posedge CLK) begin
        if(RESET == 1'b1) begin 
            PC<= #1 0;              
        end
        else begin
            PC<= #1 nextpc;        
        end
    end
    assign #1 nextpc=PC+4;         
endmodule
==> /design/flow/run.sh <==
#!/bin/bash
# OpenROAD 26Q1-2900-gdf79404cd8, Yosys 0.63+post, stock flow scripts
make -C /OpenROAD-flow-scripts/flow DESIGN_CONFIG=/design/flow/config.mk WORK_HOME=/design/flow/orfs finish
==> /design/flow/config.mk <==
export PLATFORM = sky130hd
export DESIGN_NAME = pc_unit
export DESIGN_NICKNAME = pc_unit
export VERILOG_FILES = /design/flow/design.v
export SDC_FILE = /design/flow/constraint.sdc
export NUM_CORES = 4
export LEC_CHECK = 1
export CORE_AREA = 10 10 90 90
export DIE_AREA = 0 0 100 100
==> /design/flow/constraint.sdc <==
current_design pc_unit

set clk_period 3.7
set clk_io_pct 0.2

create_clock -name clk0 -period $clk_period [get_ports {CLK}]

set non_clock_inputs [all_inputs -no_clocks]
set_input_delay [expr $clk_period * $clk_io_pct] -clock clk0 $non_clock_inputs
set_output_delay [expr $clk_period * $clk_io_pct] -clock clk0 [all_outputs]
==> flow_metrics.py <==
# Physical implementation metrics
metrics = {
    "run_status": {
        "run_status": "finished clean",
    },
    "yosys": {
        "yosys-top-cells-area": "sky130_fd_sc_hd__dfxtp_1, sky130_fd_sc_hd__and4_1, sky130_fd_sc_hd__xor2_1, sky130_fd_sc_hd__a21oi_1, sky130_fd_sc_hd__nand4_1",
        "top_cell": "sky130_fd_sc_hd__dfxtp_1",
        "postSynth.asyncResetShare_pct": 0,
        "most_instantiated_flip_flop_cell_in_the_synthesis_netlist": "sky130_fd_sc_hd__dfxtp_1",
        "synthDistinctLibCells": 30,
        "synth.ff_latch_count": 30,
        "netlist_top_cells_count": "sky130_fd_sc_hd__dfxtp_1, sky130_fd_sc_hd__a21oi_1, sky130_fd_sc_hd__nor2_1",
        "synth.yosys.chip_area_mm2": 0.001454,
        "synth-edff-count": 0,
        "top_area_share_pct": 41.31,
        "synth_warnings": 1,
        "yosysCellCount": 169,
        "postSynthAreaPerCell_um2": 8.603,
        "synth_area_mm2": 0.001454,
        "yosysSeqAreaShare_pct": 41.31,
        "synthesis.instances": 169,
        "netlist.top_cell.by_area": "sky130_fd_sc_hd__dfxtp_1",
    },
    "worst_setup_path": {
        "largest_incremental_delay_on_the_critical_path_ns": 0.55,
        "worst-setup-path-type": "flop to primary output",
        "timing.reg2reg.worst_path_depth": 4,
        "crit_path_start_kind": "flop",
        "critical_path.max_fanout": 10,
        "endpoint_kind": "primary output",
        "cp_arrival_ns": 1.36,
        "timing.critical_path.cells": "clkdlybuf4s50_1",
        "worst_r2r_endpoint": "PC[31]$_SDFF_PP0_",
        "critPathRequiredTime_ns": 2.96,
        "worst_r2r_startpoint": "PC[4]$_SDFF_PP0_",
        "ff2ff_setup_slack_ns": 1.84,
        "critPathSlowestCell": "sky130_fd_sc_hd__clkdlybuf4s50_1",
        "timing.critical_path.buf_inv": 1,
        "cp_top_family": "buffers and inverters",
    },
    "die": {
        "floorplan.core_area_mm2": 0.006277,
        "row_count": 29,
        "chipArea_mm2": 0.01000,
        "die-height_um": 100,
        "top_level_ports": 34,
        "die.size.x_um": 100,
        "fp-utilization_pct": 23.16,
    },
    "drt": {
        "postRouteWirelength_mm": 3.624,
        "first_pass_iters": 4,
        "antennaDiodeCount": 0,
        "route.detailed.wl_per_inst_um": 13.18,
        "drcViolationCount": 0,
        "drt_iter0_markers": 56,
        "final_antenna_net_count": 0,
        "vias": 1289,
        "vias_per_cell": 4.687,
    },
    "timing": {
        "final_period_minus_worst_setup_slack_ns": 2.105,
        "rsz0062_at_grt": "false",
        "worst_clock_skew_ns": 0.002269,
        "finalSetupViolations": 0,
        "setup_tns_ns": 0,
        "report.final.slew_viol_count": 0,
        "achievable-frequency_mhz": 475.1,
        "report.final.hold_viol_count": 0,
        "finalCritPeriodShare_pct": 56.89,
    },
    "job": {
        "cap_violations": 0,
        "warning_count": 25,
    },
    "placed_design": {
        "placed_cell_area_mm2": 0.001808,
        "dpl.hpwl_mm": 2.555,
        "gp_congestion": 0.8061,
        "placement.io_buffers": 31,
    },
    "worst_hold_path": {
        "hold_path_depth": 1,
        "min_to": "PC[2]$_SDFF_PP0_",
        "timing.hold.worst.class": "flop to flop",
        "min_from": "PC[2]$_SDFF_PP0_",
    },
    "finish": {
        "fin_area_mm2": 0.001884,
        "reg_top3": "PC x30",
        "registers.top_by_ff_count": "PC",
        "largest_register_ff_count": 30,
        "num-fill-cells": 670,
        "area.growth.synth_to_final_pct": 29.60,
        "final_core_utilization_pct": 30.02,
        "final_layout_size_suffix_gt1_share_pct": 4.040,
    },
    "clocking": {
        "tritoncts_num_sinks": 30,
        "numCtsBuffers": 5,
        "cts_tree": "built",
        "ctsLongestPathBuffers": 2,
        "cts.reportedPaths.clkPinSlew_ns": 0.06,
        "worst_skew_late_latency_ns": 0.28,
        "cts_setup_buffers": 0,
        "cts_root_buffer": "sky130_fd_sc_hd__clkbuf_8",
        "htree_num_levels": 2,
        "cts_hold_fix_bufs": 0,
        "post_cts_resized": 0,
    },
    "power": {
        "power_density_mw_per_mm2": 313.0,
        "worst_ir_drop_vdd_uv": 168.7,
        "static-leakage-power_nw": 0.6036,
        "p_total_w": 0.0005897,
    },
    "global_route": {
        "grt_max_degree": 30,
        "grt_util_all_layers_pct": 6.986,
        "global_route.overflow_total": 0,
        "initial_antenna_violation_count": 0,
        "grt_pass1_wl_mm": 5.878,
        "number_of_global_route_vias_before_repair": 1208,
    },
}
==> final cells by class <==
type                    count  area (µm²)  share of cell area (%)
clock buffers               7       76.32                   4.050
flip-flops and latches     30       600.6                   31.87
well taps                  77       96.34                   5.113
inverters                   3       11.26                  0.5976
multi-input cells         126       782.0                   41.50
repair buffers             32       317.8                   16.87
==> metal layers <==
layer | up-vias | part of all wire, % | GRT usage, %
met5 | - | 0 | 0
met4 | 0 | 1.3 | 0.8696
met3 | 7 | 8.8 | 3.192
met2 | 28 | 41 | 10.15
met1 | 581 | 49 | 9.612
li1 | 673 | - | -
==> worst register-to-register path: cells and delay by family, from the launching register on <==
kind | cells | cell delay (ns)
compound gates | 1 | 0.14
flops | 1 | 0.45
simple gates | 3 | 1.22
==> logic make-up after synthesis <==
family | synth area share [%]
AND/OR/NAND/NOR | 32.70
AND-OR/OR-AND | 11.70
flip-flops | 41.31
buffers and inverters | 5.163
XOR/XNOR | 7.230
adder cells (fa/ha/maj) | 0.8604
other | 0.2579
multiplexers | 0.7745
==> stage by stage <==
stage / cells / hold WS, ns / worst slack (ns)
6_report: 275 / 0.4782 / 1.595
2_1_floorplan: 170 / 0.4261 / 2.089
5_1_grt: 275 / 0.5038 / 1.521
3_5_place_dp: 268 / 0.4664 / 1.818
4_1_cts: 275 / 0.4824 / 1.566
3_3_place_gp: 268 / 0.4627 / 1.839
==> how the worst max path moves through the flow <==
| stage | startpoint | end | slack, ns | cells after the start |
|---|---|---|---|---|
| finish | PC[6]$_SDFF_PP0_ | PC[6] | 1.60 | 1 |
| global route | PC[6]$_SDFF_PP0_ | PC[6] | 1.52 | 1 |
| CTS | PC[6]$_SDFF_PP0_ | PC[6] | 1.57 | 1 |
==> report_power, final <==
part	leakage (nW)	switching [W]	internal (W)
registers	0.242	0.00000363	0.000326
clock network	0.0383	0.000115	0.000129
logic	0.323	0.00000768	0.00000867
total	0.604	0.000126	0.000464
==> cells in the final DEF, fill, tap and decap left out, types with 5 or more instances in the layout <==
master,count
sky130_fd_sc_hd__o31ai_1,5
sky130_fd_sc_hd__o21ai_0,6
sky130_fd_sc_hd__and4_1,9
sky130_fd_sc_hd__a21oi_1,14
sky130_fd_sc_hd__nand3_1,11
sky130_fd_sc_hd__clkdlybuf4s50_1,31
sky130_fd_sc_hd__or3_1,9
sky130_fd_sc_hd__clkbuf_8,5
sky130_fd_sc_hd__xor2_1,9
sky130_fd_sc_hd__nand2_1,8
sky130_fd_sc_hd__nand4_1,10
sky130_fd_sc_hd__dfxtp_1,30
sky130_fd_sc_hd__nor2_1,14
sky130_fd_sc_hd__or4_1,5
No activity file was given, so power comes from the tool's default toggle rates.
