`design/flow/run.sh`:
```
#!/bin/bash
# OpenROAD 26Q1-2900-gdf79404cd8, Yosys 0.63+post, stock flow scripts
make -C /OpenROAD-flow-scripts/flow DESIGN_CONFIG=/design/flow/config.mk WORK_HOME=/design/flow/orfs finish
```
`design/flow/config.mk`:
```
export PLATFORM = sky130hd
export DESIGN_NAME = multiply
export DESIGN_NICKNAME = multiply
export VERILOG_FILES = /design/flow/design.v
export SDC_FILE = /design/flow/constraint.sdc
export NUM_CORES = 4
export LEC_CHECK = 1
export CORE_AREA = 10 10 101 101
export DIE_AREA = 0 0 111 111
```
`design/flow/constraint.sdc`:
```
current_design multiply

set clk_period 10.9
set clk_io_pct 0.2

create_clock -name clk0 -period $clk_period

set non_clock_inputs [all_inputs -no_clocks]
set_input_delay [expr $clk_period * $clk_io_pct] -clock clk0 $non_clock_inputs
set_output_delay [expr $clk_period * $clk_io_pct] -clock clk0 [all_outputs]
```
`design/flow/design.v`:
```
module HAIF_ADDER(A,B,S,C); 
    input A,B;        
    output S,C;      
    xor(S,A,B);     
    and(C,A,B);    
endmodule
module FULL_ADDER(A,B,Cin,S,Cout);
    input A,B,Cin;      
    output S,Cout;       
    wire out1,C1,C2;     
    HAIF_ADDER adder1(A,B,out1,C1);
    HAIF_ADDER adder2(out1,Cin,S,C2);
    or(Cout,C1,C2);
endmodule
module multiply(DATA1,DATA2,RESULT);
    input [7:0] DATA1,DATA2;   
    output [7:0] RESULT;        
    wire [7:0] C0,C1,C2,C3,C4,C5,C6,C7;   
    wire [7:0] S0,S1,S2,S3,S4,S5,S6;       
    wire [7:0] OUTPUT;            
    and(OUTPUT[0], DATA1[0], DATA2[0]);
    HAIF_ADDER HF0(DATA1[1]&DATA2[0],DATA1[0]&DATA2[1],OUTPUT[1],C0[0]);
    FULL_ADDER FA1(DATA1[2]&DATA2[0],DATA1[1]&DATA2[1],C0[0],S0[0],C0[1]);
    FULL_ADDER FA2(DATA1[3]&DATA2[0],DATA1[2]&DATA2[1],C0[1],S0[1],C0[2]);
    FULL_ADDER FA3(DATA1[4]&DATA2[0],DATA1[3]&DATA2[1],C0[2],S0[2],C0[3]);
    FULL_ADDER FA4(DATA1[5]&DATA2[0],DATA1[4]&DATA2[1],C0[3],S0[3],C0[4]);
    FULL_ADDER FA5(DATA1[6]&DATA2[0],DATA1[5]&DATA2[1],C0[4],S0[4],C0[5]);
    FULL_ADDER FA6(DATA1[7]&DATA2[0],DATA1[6]&DATA2[1],C0[5],S0[5],C0[6]);
    HAIF_ADDER HF2(S0[0],DATA1[0]&DATA2[2],OUTPUT[2],C1[0]);
    FULL_ADDER FA61(S0[1],DATA1[1]&DATA2[2],C1[0],S1[0],C1[1]);
    FULL_ADDER FA7(S0[2],DATA1[2]&DATA2[2],C1[1],S1[1],C1[2]);
    FULL_ADDER FA8(S0[3],DATA1[3]&DATA2[2],C1[2],S1[2],C1[3]);
    FULL_ADDER FA9(S0[4],DATA1[4]&DATA2[2],C1[3],S1[3],C1[4]);
    FULL_ADDER FA10(S0[5],DATA1[5]&DATA2[2],C1[4],S1[4],C1[5]);
    HAIF_ADDER HF3(S1[0],DATA1[0]&DATA2[3],OUTPUT[3],C2[0]);
    FULL_ADDER FA11(S1[1],DATA1[1]&DATA2[3],C2[0],S2[0],C2[1]);
    FULL_ADDER FA12(S1[2],DATA1[2]&DATA2[3],C2[1],S2[1],C2[2]);
    FULL_ADDER FA13(S1[3],DATA1[3]&DATA2[3],C2[2],S2[2],C2[3]);
    FULL_ADDER FA14(S1[4],DATA1[4]&DATA2[3],C2[3],S2[3],C2[4]);
    HAIF_ADDER HF4(S2[0],DATA1[0]&DATA2[4],OUTPUT[4],C3[0]);
    FULL_ADDER FA15(S2[1],DATA1[1]&DATA2[4],C3[0],S3[0],C3[1]);
    FULL_ADDER FA16(S2[2],DATA1[2]&DATA2[4],C3[1],S3[1],C3[2]);
    FULL_ADDER FA17(S2[3],DATA1[3]&DATA2[4],C3[2],S3[2],C3[3]);
    HAIF_ADDER HF5(S3[0],DATA1[0]&DATA2[5],OUTPUT[5],C4[0]);
    FULL_ADDER FA18(S3[1],DATA1[1]&DATA2[5],C3[0],S4[0],C4[1]);
    FULL_ADDER FA19(S3[2],DATA1[2]&DATA2[5],C3[1],S4[1],C4[2]);
    HAIF_ADDER HF6(S4[0],DATA1[0]&DATA2[6],OUTPUT[6],C5[0]);
    FULL_ADDER FA20(S4[1],DATA1[1]&DATA2[6],C5[0],S5[0],C5[1]);
    HAIF_ADDER HF7(S5[0],DATA1[0]&DATA2[7],OUTPUT[7],C6[0]);
    assign #2 RESULT=OUTPUT;
endmodule
```
==> impl_metrics.yaml <==
# implementation run metrics
outcome:
  run_status: "completed"
synth:
  top_cell_area_share_pct: 36.8
  ys_warn_count: 0
  xor_share_pct: 19.0
  synth_top_cell_by_area: "fa_1"
  synth.yosys.num_cells: 87
  netlist_top_cells_count: "nand2_1, and2_1, fa_1"
  syn_inst: 87
  synth_cell_type_count: 11
  syn-cell-area_um2: 762
  yosysChipArea_um2: 762
  area_leaders: "fa_1, and2_1, xnor2_1"
  ys_sh_adder_pct: 45.0
  ys_seq_share_pct: 0
  topCombFamilyByArea: "adder cells"
  simple_gate_area_share_pct: 24.1
  synth.area.mux_share_pct: 0
  avgSynthCellArea_um2: 8.76
  ys_sh_aoi_pct: 0
  synth.most_common_cell: "nand2_1"
critical_path:
  cp-end-kind: "output port"
  critPathLaunchType: "input port"
  cp.arrival_ps: 8410
  crit_path_max_fanout: 3
  worst-setup-path-type: "input port to output port"
  worstPathRequired_ps: 8720
drt:
  drt_wl_total_um: 1860
  dr.pass1.iters: 4
  num_antenna_cells: 0
  drtIter0Drc: 10
  drt-wirelength-per-cell_um: 8.74
  vias: 596
  viasPerCell: 2.80
  postRouteAntennaNets: 0
  drc: 0
floorplanning:
  fp-utilization_pct: 9.37
  die_w_um: 111
  die_y_um: 111
  core_area_mm2: 0.00813
  rows: 33
  pin_count: 24
  die_area_mm2: 0.0123
place:
  io_buffers: 24
  gp_congestion: 0.768
  dp_hpwl_um: 1840
  dp_slack_ps: 181
  placed_area_mm2: 0.00111
timing:
  setup_tns_ps: 0
  fin_crit_ps: 10590
  relSlewSlack_pct: 84.6
  setup_violations: 0
  fmaxAchievable_ghz: 0.0945
  hold_violations: 0
  final.period_utilization_pct: 97.1
  final-max-slew-violation-count: 0
  hold_slack_ps: 5130
  worst_slack_ps: 313
  rsz0062_at_grt: "no"
  worst_pin_slew_ps: 230
worst_hold_path:
  hold_class: "input port to output port"
layout:
  syn_to_final_growth_pct: 48.8
  register_area_um2: 0
  flops: 0
  design_area_mm2: 0.00113
  logic_area_um2: 689
  layout-drive-gt1-share_pct: 10.2
  fillers: 924
  nClkBuffers: 0
power:
  power_density_mw_per_mm2: 106
  swShare_pct: 35.1
  ir_worst_vdd_mv: 0.0308
  p_total_mw: 0.120
  pwr-share-seq_pct: 0
  combPwrFrac_pct: 100.0
  internal-power_mw: 0.0778
  clkPwrFrac_pct: 0
  leakage_nw: 0.486
  switchingPower_mw: 0.0421
grt:
  grt_overflow: 0
  grt_pass1_vias: 663
  grt_max_degree: 7
  grt_pass1_wl_um: 3240
  track_usage_pct: 3.14
  antenna_found_initial: 0
run:
  drv_cap: 0
  warning_count: 32
placed cells by master (no fill, tap or decap):
master            n
and2_1           14
ha_1              5
xnor3_1           1
nand2_1          18
xnor2_2           2
and2_2            3
fa_1             13
buf_4             4
inv_1            10
xnor2_1           8
dlymetal6s2s_1    2
clkdlybuf4s50_1  22
xor2_1            4
nand2_2           1
fa_2              1
metrics by stage:
stage / instances / utilization [%]
finish: 213 / 13.9
CTS: 213 / 13.7
detailed placement: 213 / 13.7
floorplan: 87 / -
global placement: 213 / 13.7
global route: 213 / 13.9
power by group through the flow:
stage / logic [mW] / registers, mW / clock network (mW)
4_1_cts: 0.121 / 0 / 0
5_1_grt: 0.136 / 0 / 0
6_report: 0.120 / 0 / 0
final cells by class:
type / instances / share of cell area, %
multi-input cells: 70 / 60.8
repair buffers: 28 / 24.3
well taps: 105 / 11.6
inverters: 10 / 3.31
critical path: stages:
cell             delay, ps
clkdlybuf4s50_1        530
and2_1                 150
ha_1                   130
inv_1                   40
fa_1                   370
fa_1                   490
inv_1                   60
fa_1                   420
fa_1                   470
fa_1                   440
fa_1                   480
inv_1                   60
fa_2                   410
inv_1                   80
fa_1                   420
xor2_1                 180
xnor2_1                130
ha_1                   230
xnor2_2                150
xnor2_2                140
xnor2_1                180
xnor3_1                230
clkdlybuf4s50_1        420
cells by family after synthesis:
family        count (synthesis)
simple gates                 36
fa+ha+maj                    19
buf+inv                      17
xor+xnor                     15
worst paths after layout:
path / start / end / slack [ps] / cells after the start
worst min-delay path: DATA1[0] / RESULT[0] / 5130 / 3
worst max-delay path: DATA2[1] / RESULT[7] / 310 / 23
layer usage:
metal,track usage [%],share of wire (%),vias up
met4,0,0,0
met3,0.602,5.6,0
met2,6.29,56,12
met1,3.46,38,292
met5,0,0,-
li1,-,-,292
repair_timing:
action / in CTS / in global routing
setup buffers: 0 / 0
endpoints found under the setup margin: 0 / 1
hold buffers: 0 / 0
endpoints found under the hold margin: 0 / 0
resized: 0 / 5
Power is estimated from default activity; no workload was simulated.
