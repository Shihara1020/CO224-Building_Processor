--- ./run.sh ---
#!/bin/bash
# OpenROAD 26Q1-2900-gdf79404cd8, Yosys 0.63+post, stock flow scripts
make -C /OpenROAD-flow-scripts/flow DESIGN_CONFIG=/design/flow/config.mk WORK_HOME=/design/flow/orfs finish
--- ./config.mk ---
export PLATFORM = sky130hd
export DESIGN_NAME = twos_commplement
export DESIGN_NICKNAME = twos_commplement
export VERILOG_FILES = /design/flow/design.v
export SDC_FILE = /design/flow/constraint.sdc
export NUM_CORES = 4
export LEC_CHECK = 1
export CORE_AREA = 10 10 70 70
export DIE_AREA = 0 0 80 80
--- ./constraint.sdc ---
current_design twos_commplement

set clk_period 2.4
set clk_io_pct 0.2

create_clock -name clk0 -period $clk_period

set non_clock_inputs [all_inputs -no_clocks]
set_input_delay [expr $clk_period * $clk_io_pct] -clock clk0 $non_clock_inputs
set_output_delay [expr $clk_period * $clk_io_pct] -clock clk0 [all_outputs]
--- ./design.v ---
module twos_commplement(DATA_IN,DATA_OUT);
    input [7:0]DATA_IN;
    output reg signed[7:0] DATA_OUT;
    always @(DATA_IN) begin
        #1 DATA_OUT=(~DATA_IN)+1;
    end
endmodule 
==> flow_summary.rst <==
Flow metrics
------------

.. list-table::
   :header-rows: 1

   * - Metric
     - Value
   * - Starting DRT DRC Count
     - 15
   * - Crit path kind
     - in -> out
   * - Average detailed-routed wire length per instance
     - 8.060 µm
   * - Cell type with the highest aggregate area in the netlist
     - xnor2_1
   * - Data arrival time at the worst-slack endpoint
     - 1.87 ns
   * - Area contributors post-synth
     - xnor2_1 (25%), nor4_4 (15%), xor2_1 (13%)
   * - Synth-to-layout area growth
     - 200.0%
   * - WP depth
     - 5
   * - Max-slew violations
     - 0
   * - Vias in the first global route
     - 193
   * - Data required time at the worst endpoint
     - 1.92 ns
   * - Maximum achievable frequency
     - 0.4261 GHz
   * - Half-perimeter wire length of the detailed placement result
     - 568.5 µm
   * - Combined area of all synthesized cells
     - 137.6 µm²
   * - Antenna violations before repair
     - 0
   * - Horizontal extent of the die
     - 80 µm
   * - Biggest fanout along the worst timing path
     - 2
   * - Syn_area_per_cell
     - 7.646 µm²
   * - Proportion of layout cells with a drive suffix above 1
     - 36.84%
   * - Peak per-stage delay on the critical path
     - 0.45 ns
   * - Setup Viol. Count Final
     - 0
   * - Ratio of total power to cell area
     - 136.3 nW/µm²
   * - Critical Path Source Type
     - input port
   * - Start point of the critical path
     - DATA_IN[1]
   * - Crit path max-delay cell type
     - or4_4
   * - Top-Level Pins
     - 16
   * - Max cap viols
     - 0
   * - Cells traversed along the worst timing path
     - clkdlybuf4s50_1 > or4_4 > nor4_4 > xnor2_1 > buf_2
   * - Number of antenna cells inserted
     - 0
   * - DRC violation count after routing
     - 0
   * - Final critical path time including I/O delays and setup
     - 2.347 ns
   * - Total tool warning count
     - 32
   * - # hold bufs at CTS
     - 0
   * - End of the critical path
     - DATA_OUT[7]
   * - Vias
     - 198
   * - Area of the placeable core
     - 3416 µm²
   * - Final instance count without filler cells
     - 84
   * - Cell count listed in synth_stat.txt
     - 18
   * - Effective utilization at floorplan
     - 4.029%
   * - Max IR drop VDD
     - 18.91 µV
   * - Buffer and inverter count on the worst path
     - 2
   * - IO Port Bufs
     - 16
   * - Sequential Area
     - 0 µm²
   * - Number of instances in the placed design
     - 83
   * - Sequential cell count
     - 0
   * - Total of clock buffers placed in the layout
     - 0
   * - Relative slew slack
     - 81.05%
   * - Cell family with most CP delay
     - simple AND/OR/NAND/NOR gates
   * - Synth unique cells
     - 11
   * - Global-route wire length before repair
     - 924 µm
   * - Gp weighted congestion
     - 0.7271
   * - Die area
     - 6400 µm²
   * - Core Util, Final
     - 12.09%
   * - Unrepaired setup endpoints after global routing
     - no
   * - Type of the worst min-delay path
     - in -> out
   * - Status
     - completed
   * - Overflow left after global routing
     - 0
   * - Top-area cell share
     - 25.45%
   * - Post-synth area from yosys stat
     - 137.6 µm²
   * - Global Route Usage Sum
     - 1.778%
   * - Static power due to leakage
     - 0.1533 nW
   * - Register area share after synthesis
     - 0%
   * - Total wirelength of the detailed-routed design
     - 677 µm
   * - Synth Warn #
     - 1
   * - Final period utilization
     - 97.80%
   * - Capturing element type of the critical path
     - output pin
   * - Post-detailed-route via-to-cell ratio
     - 2.357
   * - Die height
     - 80 µm
   * - Std-Cell Rows
     - 21
   * - Number of nets with antenna violations after routing
     - 0
   * - Hold Violations, Final
     - 0
   * - Number of iterations in the first detailed-routing pass
     - 2
   * - Worst Tran Pin Value
     - 0.2834 ns
   * - Post-synthesis cell count
     - 18
   * - Largest net degree at the start of global routing
     - 5
report_power, final:
part / internal [mW] / switching (mW) / total (mW)
Clock: 0 / 0 / 0
Sequential: 0 / 0 / 0
Combinational: 0.0369 / 0.0194 / 0.0563
Total: 0.0369 / 0.0194 / 0.0563
area by class of cell:
type	count	area, µm²
multi-input combinational	15	160.2
inverter	2	7.507
timing repair buffer	21	187.7
fill	398	3003
tap	46	57.56
how the worst min path moves through the flow:
| stage | startpoint | endpoint | slack, ns | cells past startpoint |
|---|---|---|---|---|
| 4_1_cts | DATA_IN[3] | DATA_OUT[7] | 1.59 | 5 |
| 5_1_grt | DATA_IN[2] | DATA_OUT[2] | 1.55 | 4 |
| 6_report | DATA_IN[2] | DATA_OUT[2] | 1.51 | 4 |
synth_stat cells, drive strengths merged:
cell / number
xnor2: 4
or4: 1
nor4: 1
ha: 1
inv: 2
nand2: 1
nand3: 1
nor2: 3
xor2: 2
buf: 1
nor3: 1
kinds of logic (layout without fill, tap and decap cells):
family | count (synthesis) | after routing | synth area share [%]
fa+ha+maj | 1 | 1 | 9.089
simple gates | 8 | 8 | 41.81
xor+xnor | 6 | 6 | 38.18
buf+inv | 3 | 23 | 10.91
placed cells by master, fill, tap and decap left out:
master           Yosys  layout
nand3_2              0       1
nor3_2               0       1
nand2_1              1       1
buf_6                0       1
buf_2                0       1
buf_4                1       4
ha_4                 0       1
nor4_4               1       1
dlymetal6s2s_1       0       1
or4_4                1       1
clkdlybuf4s50_1      0       8
clkbuf_2             0       1
nor2_1               3       2
xnor2_2              0       1
dlygate4sd2_1        0       5
nor2_4               0       1
xor2_1               2       2
inv_1                2       2
xnor2_1              4       3
repair_timing:
item                                    4_1_cts  5_1_grt
gates resized                                15        5
setup buffers                                 1        0
endpoints found under the setup margin        7        3
hold endpoints to repair                      0        0
pin swaps                                     4        0
metrics by stage:
step	worst slack (ns)	TNS (ns)	total power, mW	hold WS (ns)	instance area [µm²]
global placement	-0.3157	-1.035	0.05559	1.909	377.9
global route	0.006733	0	0.06234	1.547	412.9
floorplan	0.6471	0	0.01037	0.9892	137.6
finish	0.05288	0	0.05627	1.506	412.9
detailed placement	-0.3184	-1.093	0.05571	1.904	377.9
CTS	0.007211	0	0.05556	1.587	401.6
layer usage:
metal / vias up / track usage (%) / part of all wire [%]
met5: - / 0 / 0
met4: 0 / 0 / 0
met3: 0 / 1.364 / 21
met2: 16 / 2.327 / 32
met1: 82 / 2.373 / 47
li1: 100 / - / -
Power and IR drop assume default switching activity.
